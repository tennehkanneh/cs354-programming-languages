**design/flow/design.v**
```verilog
module Multiplexer#(BITS='d32)(
    input CLK,
    input [BITS-1:0]A, B,
    output reg [BITS-1:0]Y,
    input IE,
    output reg OE,
    input SEL);		 
    assign Y=SEL ? B : A;
    assign OE=IE;
endmodule
```
**design/flow/run.sh**
```bash
#!/bin/bash
# OpenROAD 26Q1-2900-gdf79404cd8, Yosys 0.63+post, stock flow scripts
make -C /OpenROAD-flow-scripts/flow DESIGN_CONFIG=/design/flow/config.mk WORK_HOME=/design/flow/orfs finish
```
**design/flow/config.mk**
```make
export PLATFORM = sky130hd
export DESIGN_NAME = Multiplexer
export DESIGN_NICKNAME = Multiplexer
export VERILOG_FILES = /design/flow/design.v
export SDC_FILE = /design/flow/constraint.sdc
export NUM_CORES = 4
export LEC_CHECK = 1
export CORE_AREA = 10 10 70 70
export DIE_AREA = 0 0 80 80
```
**design/flow/constraint.sdc**
```tcl
current_design Multiplexer

set clk_period 1.0
set clk_io_pct 0.2

create_clock -name clk0 -period $clk_period

set non_clock_inputs [all_inputs -no_clocks]
set_input_delay [expr $clk_period * $clk_io_pct] -clock clk0 $non_clock_inputs
set_output_delay [expr $clk_period * $clk_io_pct] -clock clk0 [all_outputs]
```
==> impl_metrics.sql <==
-- load yosys + openroad results
INSERT INTO impl_metrics (metric_group, metric, value, unit) VALUES
('status', 'outcome', 'complete, but fails checks', ''),
('status', 'violations', 'negative setup slack', ''),
('final_timing', 'final_min_period_over_clock_period', '118', '%'),
('floorplanning', 'die_height', '80', 'um'),
('routing', 'wl_per_cell', '15.6', 'um'),
('finish', 'post-route-cell-area', '0.00153', 'sq mm'),
('final_timing', 'endpoints_failing_hold', '0', ''),
('setup_path', 'cp-start-kind', 'input port', ''),
('floorplanning', 'pin_count', '100', ''),
('min_path', 'worstHoldPathType', 'in2out', ''),
('synth', 'synthesis.area_per_instance', '14.9', 'sq um'),
('synth', 'synthesis.yosys.warnings', '2', ''),
('synth', 'synth_cell_type_count', '5', ''),
('final_timing', 'min_period', '1.18', 'ns'),
('routing', 'drtIter0Drc', '4', ''),
('global_route', 'globalRouteOverflowTotal', '0', ''),
('finish', 'multiInputGateArea', '480', 'sq um'),
('synth', 'synth_cells', '37', ''),
('routing', 'antenna_cells', '0', ''),
('flow_run', 'stage_log_warnings', '35', ''),
('finish', 'layout_top_cell', 'sky130_fd_sc_hd__dlygate4sd2_1', ''),
('routing', 'detail_route.wirelength', '2810', 'um'),
('floorplanning', 'die.size.x', '80', 'um'),
('global_route', 'grt_first_pass_wirelength', '3970', 'um'),
('routing', 'pre_repair_dr_iteration_count', '2', ''),
('clock_tree', 'hold_fix_buffers_at_cts', '0', ''),
('final_timing', 'timing_worst_slew_pin_value', '0.115', 'ns'),
('setup_path', 'critical-path-slowest-cell', 'sky130_fd_sc_hd__mux2_4', ''),
('synth', 'ys_chip_area', '552', 'sq um'),
('routing', 'drcViolationCount', '0', ''),
('routing', 'routed_vias', '668', ''),
('finish', 'clock_buffers', '0', ''),
('finish', 'final_layout_size_suffix_gt1_share', '52.2', '%'),
('global_route', 'grt_max_degree', '15', ''),
('floorplanning', 'die-area', '0.00640', 'sq mm'),
('setup_path', 'required', '0.80', 'ns'),
('synth', 'fraction_of_the_yosys_area_taken_by_sequential_cells', '0', '%'),
('place', 'placement.io_buffers', '97', ''),
('power_and_ir_drop', 'power_density', '390', 'mW/mm^2'),
('floorplanning', 'coreArea', '0.00342', 'sq mm'),
('synth', 'synthesis.area', '552', 'sq um'),
('setup_path', 'kind_of_end_point_of_the_critical_path', 'output port', ''),
('synth', 'number_of_cells_in_the_yosys_synthesis_report', '37', ''),
('setup_path', 'number_of_buffer_and_inverter_instances_along_the_worst_setup_path', '4', ''),
('power_and_ir_drop', 'power.ir.vdd_worst', '0.191', 'mV'),
('global_route', 'grt_antenna_before_repair', '0', ''),
('final_timing', 'report.final.slew_viol_count', '0', ''),
('finish', 'nFlopsAndLatches', '0', ''),
('final_timing', 'report.final.setup_viol', '32', ''),
('flow_run', 'cap_violations', '0', ''),
('global_route', 'global_route.usage.total', '7.67', '%'),
('finish', 'layout_top_cells', '55 x sky130_fd_sc_hd__dlygate4sd2_1, 32 x sky130_fd_sc_hd__mux2_4, 22 x sky130_fd_sc_hd__buf_6', ''),
('power_and_ir_drop', 'leakagePower', '0.851', 'nW'),
('place', 'postPlaceCellArea', '0.00154', 'sq mm'),
('setup_path', 'arr_time_crit_path', '0.98', 'ns'),
('final_timing', 'slew_headroom', '92.4', '%'),
('finish', 'syn2layout_area_growth', '177', '%'),
('final_timing', 'grt_setup_unrepaired', 'true', ''),
('floorplanning', 'placement_rows', '21', ''),
('final_timing', 'max_freq', '848', 'MHz'),
('global_route', 'first_global_vias', '736', ''),
('final_timing', 'timing.setup.tns', '-2.74', 'ns'),
('floorplanning', 'fp_util', '16.2', '%'),
('place', 'gp_routability_congestion', '0.802', ''),
('finish', 'layout.filler_cells', '333', ''),
('finish', 'finalCoreUtilization', '44.8', '%'),
('place', 'detailed_place_hpwl', '2580', 'um'),
('setup_path', 'kind_of_cell_with_the_highest_combined_delay_on_the_critical_path', 'buffers and inverters', ''),
('setup_path', 'timing.critical_path.mode_cell', 'sky130_fd_sc_hd__buf_12', ''),
('setup_path', 'worst-path-max-fanout', '6', ''),
('setup_path', 'critical-path-max-stage-delay', '0.29', 'ns'),
('final_timing', 'final.setup.worst_slack', '-0.179', 'ns'),
('setup_path', 'worst-setup-path-type', 'in2out', ''),
('finish', 'ff_latch_area', '0', 'sq um'),
('setup_path', 'critical_path.cell_chain', 'buf_12, buf_16, buf_12, mux2_4, buf_6', ''),
('routing', 'post_drt_via_cell_ratio', '3.71', ''),
('routing', 'route.antenna.remaining_nets', '0', '');
==> metrics by stage <==
step | instances | hold slack (ns) | power (mW) | setup slack [ns]
after floorplan | 37 | 0.466 | 0.209 | 0.0669
after global routing | 180 | 0.400 | 0.635 | -0.193
final | 180 | 0.400 | 0.597 | -0.179
after global placement | 177 | 0.400 | 0.656 | -0.499
after CTS | 180 | 0.400 | 0.579 | -0.182
after detailed placement | 177 | 0.400 | 0.660 | -0.498
==> area by class of cell <==
cell class	count	share of cell area [%]
timing repair buffer	102	64.8
multi-input combinational	32	31.4
tap	46	3.76
==> per-layer routing <==
layer	global-route usage, %	vias up	wire length (um)
met3	1.59	2	211
met2	15.1	37	1540
met4	0.176	0	8
met5	0	-	0
li1	-	332	-
met1	8.50	297	1050
==> worst paths after layout <==
path,depth (start not counted),from,to
worst min-delay path,0,IE,OE
worst max-delay path,5,SEL,Y[3]
==> cells in the mapped netlist <==
cell | count | share of area (%)
sky130_fd_sc_hd__buf_12 | 3 | 11
sky130_fd_sc_hd__buf_4 | 1 | 1.4
sky130_fd_sc_hd__buf_6 | 1 | 2.0
sky130_fd_sc_hd__mux2_2 | 2 | 4.1
sky130_fd_sc_hd__mux2_4 | 30 | 82
==> power by group <==
group | internal [mW] | switching, mW
sequential | 0 | 0
combinational | 0.466 | 0.131
clock | 0 | 0
total | 0.466 | 0.131
==> cell families (layout without fill, tap and decap cells) <==
logic type | after synthesis | in the layout | synth area share (%)
buffers and inverters | 5 | 102 | 14.3
multiplexers | 32 | 32 | 85.7
==> repair_timing <==
item,in CTS,in global routing
gates resized,171,13
buffers inserted,2,0
gates cloned,1,0
endpoints found under the setup margin,32,32
No activity file was given, so power comes from the tool's default toggle rates.
